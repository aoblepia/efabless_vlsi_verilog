[flow/design.v]
module parity_controller (
    input       current_bit_equals_8,
    input       shift_reg_zero_equals_0,
    input       parity_equals_0,
    input       start,
    input       clk,
    output reg  data_in_en,
    output reg  data_in_s,
    output reg  one_count_en,
    output reg  one_count_s,
    output reg  zero_count_en,
    output reg  zero_count_s,
    output reg  current_bit_en,
    output reg  current_bit_s,
    output reg  shift_reg_en,
    output reg  shift_reg_s,
    output reg  even_parity_en,
    output reg  even_parity_s,
    output reg  odd_parity_en,
    output reg  odd_parity_s,
    output reg  busy_en,
    output reg  busy_s,
    output reg parity_en,
    output reg parity_s
    );
    parameter WAIT          = 5'd0;
    parameter INIT          = 5'd1;
    parameter ONE_STATE     = 5'd2;
    parameter ZERO_STATE    = 5'd3;
    parameter UPDATE_BIT    = 5'd4;
    parameter CALCULATE     = 5'd5;
    parameter ODD_STATE     = 5'd6;
    parameter EVEN_STATE    = 5'd7;
    parameter FINISH        = 5'd8;
    parameter INIT2         = 5'd9;
    parameter CALCULATE_2   = 5'd10;
    parameter UPDATE_BIT_2  = 5'd11;
    reg [3:0] state = WAIT;
    reg [3:0] next_state;
    always @(posedge clk)
        state <= next_state;
    always @(*) begin
        data_in_en = 0;
        data_in_s = 0;
        busy_en = 0;
        busy_s = 0;
        current_bit_en = 0;
        current_bit_s = 0;
        data_in_en = 0;
        data_in_s = 0;
        one_count_en = 0;
        one_count_s = 0;
        zero_count_en = 0;
        zero_count_s = 0;
        current_bit_en = 0;
        current_bit_s = 0;
        shift_reg_en = 0;
        shift_reg_s = 0;
        even_parity_en = 0;
        even_parity_s = 0;
        odd_parity_en = 0;
        odd_parity_s = 0;
        parity_en = 0;
        parity_s = 0;
        case (state)
            WAIT:   begin
                busy_en = 1;
                if (start)
                    next_state = INIT;
                else
                    next_state = WAIT;
            end
            INIT:   begin
                busy_en = 1;
                busy_s = 1;
                data_in_en = 1;
                current_bit_en = 1;
                shift_reg_en = 1;
                parity_en = 1;
                odd_parity_en = 1;
                even_parity_en = 1;
                next_state = INIT2;
            end
            INIT2:  begin
                if(shift_reg_zero_equals_0)
                    next_state = ZERO_STATE;
                else
                    next_state = ONE_STATE;
            end
            ONE_STATE: begin
                one_count_en = 1;
                one_count_s = 1;
                if(current_bit_equals_8)
                    next_state = CALCULATE;
                else
                    next_state = UPDATE_BIT;
            end
            ZERO_STATE: begin
                one_count_en = 0;
                one_count_s = 0;
                if(current_bit_equals_8)
                    next_state = CALCULATE;
                else
                    next_state = UPDATE_BIT;
            end
            UPDATE_BIT: begin
                one_count_en = 0;
                current_bit_en = 1;
                current_bit_s = 1;
                shift_reg_en = 1;
                shift_reg_s = 1;
                next_state = UPDATE_BIT_2;
            end
            UPDATE_BIT_2: begin
                if(shift_reg_zero_equals_0)
                    next_state = ZERO_STATE;
                else
                    next_state = ONE_STATE;
            end
            CALCULATE: begin
                one_count_en = 0;
                parity_en = 1;
                parity_s = 1;
                next_state = CALCULATE_2;
            end
            CALCULATE_2: begin
                if(parity_equals_0)
                    next_state = EVEN_STATE;
                else
                    next_state = ODD_STATE;
            end
            ODD_STATE: begin
                odd_parity_en = 1;
                odd_parity_s = 1;
                next_state = FINISH;
            end
            EVEN_STATE: begin
                even_parity_en = 1;
                even_parity_s = 1;
                next_state = FINISH;
            end
            FINISH: begin
                busy_en    = 1;
                next_state = WAIT;
            end
            default:
                next_state = WAIT;  
        endcase
    end
endmodule
module parity_datapath (
    input clk,
    input [7:0] data_in,
    input data_in_en,
    input data_in_s,
    input shift_reg_en,
    input shift_reg_s,
    input one_count_en,
    input one_count_s,
    input zero_count_en,
    input zero_count_s,
    input current_bit_en,
    input current_bit_s,
    input parity_en,
    input parity_s,
    input busy_en,
    input busy_s,
    input odd_parity_en,
    input odd_parity_s,
    input even_parity_en,
    input even_parity_s,
    output      current_bit_equals_8,
    output      parity_equals_0,
    output      shift_reg_zero_equals_0,
    output reg even_parity,
    output reg odd_parity,
    output reg busy
   );
    initial busy = 0;
    reg [4:0] one_count = 0;
    reg [4:0] zero_count = 0;
    reg [4:0] current_bit = 1;
    reg [7:0] shift_reg = 0;
    reg [4:0] parity = -1;
    always @ (posedge clk)
        if (shift_reg_en)
            if (~shift_reg_s)
                shift_reg <= data_in;
            else
                shift_reg <= shift_reg >> 1;
    always @(posedge clk) begin
        if (one_count_en) begin
            one_count <= one_count + 1;
        end
        if (busy_en) begin
            if (~busy_s)
                busy <= 0;
            else begin
                busy <= 1;
                one_count <= 0;
            end
        end
    end
    always @(posedge clk)
        if (current_bit_en)
            if(~current_bit_s)
                current_bit <= 1;
            else
                current_bit <= current_bit + 1;
    always @(posedge clk)
        if (parity_en)
            if(~parity_s)
                parity <= 0;
            else
                parity <= one_count % 2;
    always @(posedge clk)
        if (odd_parity_en)
            if(~odd_parity_s)
                odd_parity <= 0;
            else
                odd_parity <= 1;
    always @(posedge clk)
        if (even_parity_en)
            if(~even_parity_s)
                even_parity <= 0;
            else
                even_parity <= 1;
    assign current_bit_equals_8 = (current_bit == 8);
    assign parity_equals_0 = (parity == 0);
    assign shift_reg_zero_equals_0 = (shift_reg[0] == 0);
endmodule
module parity (  
    input   clk,
    input   start,
    input [7:0] data_in,
    output even_parity,
    output odd_parity,
    output busy
);
    wire busy_en;
    wire busy_s;
    wire  data_in_en;
    wire  data_in_s;
    wire  one_count_en;
    wire  one_count_s;
    wire  zero_count_en;
    wire  zero_count_s;
    wire  current_bit_en;
    wire  current_bit_s;
    wire  shift_reg_en;
    wire  shift_reg_s;
    wire  even_parity_en;
    wire  even_parity_s;
    wire  odd_parity_en;
    wire  odd_parity_s;
    wire parity_en;
    wire parity_s;
    parity_controller controller (
        .clk(clk),
        .start(start),
        .busy_en(busy_en),
        .busy_s(busy_s),
        .data_in_en(data_in_en),
        .data_in_s(data_in_s),
        .one_count_en(one_count_en),
        .one_count_s(one_count_s),
        .zero_count_en(zero_count_en),
        .zero_count_s(zero_count_s),
        .current_bit_en(current_bit_en),
        .current_bit_s(current_bit_s),
        .shift_reg_en(shift_reg_en),
        .shift_reg_s(shift_reg_s),
        .even_parity_en(even_parity_en),
        .even_parity_s(even_parity_s),
        .odd_parity_en(odd_parity_en),
        .odd_parity_s(odd_parity_s),
        .parity_en(parity_en),
        .parity_s(parity_s),
        .current_bit_equals_8(current_bit_equals_8),
        .parity_equals_0(parity_equals_0),
        .shift_reg_zero_equals_0(shift_reg_zero_equals_0)
    );
    parity_datapath datapath (
        .clk(clk),
        .busy(busy),
        .even_parity(even_parity),
        .odd_parity(odd_parity),
        .data_in(data_in),
        .busy_en(busy_en),
        .busy_s(busy_s),
        .data_in_en(data_in_en),
        .data_in_s(data_in_s),
        .one_count_en(one_count_en),
        .one_count_s(one_count_s),
        .zero_count_en(zero_count_en),
        .zero_count_s(zero_count_s),
        .current_bit_en(current_bit_en),
        .current_bit_s(current_bit_s),
        .shift_reg_en(shift_reg_en),
        .shift_reg_s(shift_reg_s),
        .even_parity_en(even_parity_en),
        .even_parity_s(even_parity_s),
        .odd_parity_en(odd_parity_en),
        .odd_parity_s(odd_parity_s),
        .parity_en(parity_en),
        .parity_s(parity_s),
        .current_bit_equals_8(current_bit_equals_8),
        .parity_equals_0(parity_equals_0),
        .shift_reg_zero_equals_0(shift_reg_zero_equals_0)
    );
endmodule
[flow/run.sh]
#!/bin/bash
# OpenROAD 26Q1-2900-gdf79404cd8, Yosys 0.63+post, stock flow scripts
make -C /OpenROAD-flow-scripts/flow DESIGN_CONFIG=/design/flow/config.mk WORK_HOME=/design/flow/orfs finish
[flow/config.mk]
export PLATFORM = sky130hd
export DESIGN_NAME = parity
export DESIGN_NICKNAME = parity
export VERILOG_FILES = /design/flow/design.v
export SDC_FILE = /design/flow/constraint.sdc
export NUM_CORES = 4
export LEC_CHECK = 1
export CORE_AREA = 10 10 88 88
export DIE_AREA = 0 0 98 98
[flow/constraint.sdc]
current_design parity

set clk_period 5.2
set clk_io_pct 0.2

create_clock -name clk0 -period $clk_period [get_ports {clk}]

set non_clock_inputs [all_inputs -no_clocks]
set_input_delay [expr $clk_period * $clk_io_pct] -clock clk0 $non_clock_inputs
set_output_delay [expr $clk_period * $clk_io_pct] -clock clk0 [all_outputs]
==> out/summary.txt <==
Crit path buf inv count - 1
Placed insts - 170
Crit path DRT - 4.16 ns
Crit-path max cell delay - 0.46 ns
Layout cells sized above 1 - 13.1%
Top-count cell post-synth - edfxtp_1
Num rows - 28
Unique cell types - 30
Largest net degree at the start of global routing - 14
Sequential power share - 54.8%
Mean Syn Cell Area - 12.4 um2
GP Congestion - 0.791
Clock power share - 15.3%
Commonest flop - edfxtp_1
Vias in the first global route - 651
Htree depth - 1
Final Critical Period - 2.11 ns
Synth top area cells - edfxtp_1, dfxtp_1, mux2_2
Global-route wire length before repair - 3150 um
DP HPWL - 1250 um
Die footprint - 9600 um2
Area after DPL - 1270 um2
Chip Height - 98 um
Post-DRT Antenna Nets - 0
Via density per instance - 3.78
Slew Limit Fails - 0
DR WL/cell - 10.3 um
Tool Warnings - 26
Yosys Chip Area - 1070 um2
Max-cap violations - 0
WS Path Type - reg2out
VDD IR max - 0.000190 V
Worst endpoint data arrival time - 1.07 ns
Core ar. - 5920 um2
Sw Share - 33.1%
Cts bufs inserted - 3
Clk root buf - clkbuf_8
Total GRT Usage - 3.74%
Synth Seq Share - 59.9%
PostCTS Resize Cnt - 0
Outcome - finished clean
Post-synth ARST share - 0%
Max stage delay cell, worst path - clkdlybuf4s50_1
Ys cells - 86
Port Buf Inserts - 12
Combinational Power Share - 29.8%
CP top delay family - buffers and inverters
Flip-flops with a built-in enable - 18
Setup bufs post-CTS - 0
Crit-path max FO - 1
DRC Markers - 0
Unrepaired setup endpoints after global routing - no
NetSw - 231 uW
Gate Count Post-Synth - 86
Skew final - 0.00438 ns
First-pass DRT Iterations - 4
Top-area cell share - 50.5%
DRT iter0 DRCs - 34
TritonCTS clock tree - done
Final setup vio count - 0
P per Cell Area - 531 nW/um2
Fmax - 474 MHz
Final Instance Area - 1320 um2
Clk sinks - 23
Longest Clk Path Bufs - 2
Post-synth top cells - edfxtp_1, nor2_1, mux2_2, nand2_1, dfxtp_1
Final Non-Filler Cells - 174
YS warnings - 5
IO Pins - 13
Internal power - 468 uW
Final global-route overflow total - 0
Crit-path cells - clkdlybuf4s50_1
Fp_density - 18.1%
Final period util - 40.6%
Synth Cell Area - 1070 um2
Flops after synth - 23
Clock Latency Late Sink - 0.26 ns
CP startpoint kind - flop
Critical Path End Type - output pin
Hold_buf cts - 0
Worst Hold Class - reg2reg
Largest register FFs - 8
Fin. Hold Viols - 0
Clock Pin Slew Worst Setup and Hold Paths - 0.08 ns
Setup tns final - 0 ns
Area leader, netlist - edfxtp_1
Die X - 98 um
Via count - 657
Initial antenna violation count - 0
Ant. Diodes - 0
Lkg Pwr - 0.000454 uW
WL final - 1800 um
Layout area overhead - 23.0%
-- area by class of cell --
cell class	instances	area [um2]
inverters	3	11.3
well taps	75	93.8
fillers	618	4600
flip-flops and latches	23	641
multi-input cells	56	398
clock buffers	4	45.0
repair buffers	13	128
-- cell families after synthesis --
family / after synthesis / share of synthesized area (%)
fa+ha+maj: 2 / 2.34
flops: 23 / 59.9
simple gates: 31 / 16.1
xor+xnor: 4 / 3.28
compound gates: 9 / 5.85
mux: 9 / 9.24
buf+inv: 7 / 2.92
other cells: 1 / 0.351
-- placed cells by master (no fill, tap or decap), types with 2 or more instances in the layout --
cell type        count
dfxtp_1              5
nor3_1               2
nand3_1              2
and3_1               2
clkbuf_8             3
ha_1                 2
xor2_1               2
o22ai_1              2
nand2_1              7
mux2_2               7
inv_1                3
nor2_1               8
edfxtp_1            18
xnor2_1              2
clkdlybuf4s50_1     12
mux2i_1              2
or4_1                2
nand2b_1             3
-- path summary, 6_finish.rpt --
| kind | startpoint | endpoint | slack (ns) | cells after the start |
|---|---|---|---|---|
| worst max register to register | controller.state[2]$_DFF_P_ | datapath.shift_reg[3]$_DFFE_PP_ | 3.48 | 3 |
| worst max-delay path | datapath.even_parity$_DFFE_PP_ | even_parity | 3.09 | 1 |
| worst min register to register | datapath.one_count[0]$_DFF_P_ | datapath.one_count[0]$_DFF_P_ | 0.50 | 2 |
| worst min-delay path | datapath.one_count[0]$_DFF_P_ | datapath.one_count[0]$_DFF_P_ | 0.50 | 2 |
-- worst min-delay path, cell delays in order, from the launching register on --
cell and delay (ns):
dfxtp_1 0.33, nand2_1 0.06, o21ai_0 0.06
-- metrics by stage --
step	setup slack (ns)	power [uW]	hold WS [ns]	utilization, %
6_report	3.09	699	0.500	22.2
5_1_grt	3.01	756	0.556	22.2
4_1_cts	3.07	712	0.508	22.2
3_5_place_dp	3.24	600	0.495	21.5
3_3_place_gp	3.23	599	0.486	21.5
2_1_floorplan	3.21	527	0.464	-
-- power by group through the flow --
stage     clock network (uW)  logic (uW)  registers, uW
4_1_cts                  114         214            384
5_1_grt                  123         235            398
6_report                 107         208            383
-- layer usage --
metal | track usage, % | share of wire [%] | vias to the layer above
met5 | 0 | 0 | -
met1 | 5.60 | 49 | 311
met2 | 5.63 | 47 | 10
li1 | - | - | 334
met4 | 1.01 | 2.3 | 0
met3 | 0.356 | 1.6 | 2
Power is estimated from default activity; no workload was simulated.
